==> design/flow/design.v <==
module adder (
	input logic [0:0] a0, a1, a2, a3, a4, a5, a6, a7,
	input logic [0:0] b0, b1, b2, b3, b4, b5, b6, b7,
	input logic cin,
	output logic [7:0] sum, cout,
	output logic [8:0] total
);
logic [7:0] carry;
FA FA0 (.sum(sum[0]), .a(a0), .b(b0^cin), .cin(cin), .cout(carry[0]));
FA FA1 (.sum(sum[1]), .a(a1), .b(b1^cin), .cin(carry[0]), .cout(carry[1]));
FA FA2 (.sum(sum[2]), .a(a2), .b(b2^cin), .cin(carry[1]), .cout(carry[2]));
FA FA3 (.sum(sum[3]), .a(a3), .b(b3^cin), .cin(carry[2]), .cout(carry[3]));
FA FA4 (.sum(sum[4]), .a(a4), .b(b4^cin), .cin(carry[3]), .cout(carry[4]));
FA FA5 (.sum(sum[5]), .a(a5), .b(b5^cin), .cin(carry[4]), .cout(carry[5]));
FA FA6 (.sum(sum[6]), .a(a6), .b(b6^cin), .cin(carry[5]), .cout(carry[6]));
FA FA7 (.sum(sum[7]), .a(a7), .b(b7^cin), .cin(carry[6]), .cout(cout));
assign total = {cout, sum[7:0]};
endmodule
module FA (
	input logic a, b, cin,
	output logic sum, cout
);
assign sum = a^b^cin;
assign cout = a&b | b&cin | cin&a;
endmodule 
module multi (
	input logic [7:0] a, b,
	input logic cin,
	output logic [15:0] p
);
wire [7:0] sum1, sum2, sum3, sum4, sum5, sum6, sum7;
wire [0:0] carry1, carry2, carry3, carry4, carry5, carry6, carry7;
and (p[0], a[0], b[0]);
adder fa1 (
	.sum(sum1),
	.a0(a[1] & b[0]),
	.a1(a[2] & b[0]),
	.a2(a[3] & b[0]),
	.a3(a[4] & b[0]),
	.a4(a[5] & b[0]),
	.a5(a[6] & b[0]),
	.a6(a[7] & b[0]),
	.a7(1'b0),
	.b0(a[0] & b[1]),
	.b1(a[1] & b[1]),
	.b2(a[2] & b[1]),
	.b3(a[3] & b[1]),
	.b4(a[4] & b[1]),
	.b5(a[5] & b[1]),
	.b6(a[6] & b[1]),
	.b7(a[7] & b[1]),
	.cin(cin),
	.cout(carry1)
);
adder fa2 (
	.sum(sum2),
	.a0(sum1[1]),
	.a1(sum1[2]),
	.a2(sum1[3]),
	.a3(sum1[4]),
	.a4(sum1[5]),
	.a5(sum1[6]),
	.a6(sum1[7]),
	.a7(carry1),
	.b0(a[0] & b[2]),
	.b1(a[1] & b[2]),
	.b2(a[2] & b[2]),
	.b3(a[3] & b[2]),
	.b4(a[4] & b[2]),
	.b5(a[5] & b[2]),
	.b6(a[6] & b[2]),
	.b7(a[7] & b[2]),
	.cin(cin),
	.cout(carry2)
);
adder fa3 (
	.sum(sum3),
	.a0(sum2[1]),
	.a1(sum2[2]),
	.a2(sum2[3]),
	.a3(sum2[4]),
	.a4(sum2[5]),
	.a5(sum2[6]),
	.a6(sum2[7]),
	.a7(carry2),
	.b0(a[0] & b[3]),
	.b1(a[1] & b[3]),
	.b2(a[2] & b[3]),
	.b3(a[3] & b[3]),
	.b4(a[4] & b[3]),
	.b5(a[5] & b[3]),
	.b6(a[6] & b[3]),
	.b7(a[7] & b[3]),
	.cin(cin),
	.cout(carry3)
);
adder fa4 (
	.sum(sum4),
	.a0(sum3[1]),
	.a1(sum3[2]),
	.a2(sum3[3]),
	.a3(sum3[4]),
	.a4(sum3[5]),
	.a5(sum3[6]),
	.a6(sum3[7]),
	.a7(carry3),
	.b0(a[0] & b[4]),
	.b1(a[1] & b[4]),
	.b2(a[2] & b[4]),
	.b3(a[3] & b[4]),
	.b4(a[4] & b[4]),
	.b5(a[5] & b[4]),
	.b6(a[6] & b[4]),
	.b7(a[7] & b[4]),
	.cin(cin),
	.cout(carry4)
);
adder fa5 (
	.sum(sum5),
	.a0(sum4[1]),
	.a1(sum4[2]),
	.a2(sum4[3]),
	.a3(sum4[4]),
	.a4(sum4[5]),
	.a5(sum4[6]),
	.a6(sum4[7]),
	.a7(carry4),
	.b0(a[0] & b[5]),
	.b1(a[1] & b[5]),
	.b2(a[2] & b[5]),
	.b3(a[3] & b[5]),
	.b4(a[4] & b[5]),
	.b5(a[5] & b[5]),
	.b6(a[6] & b[5]),
	.b7(a[7] & b[5]),
	.cin(cin),
	.cout(carry5)
);
adder fa6 (
	.sum(sum6),
	.a0(sum5[1]),
	.a1(sum5[2]),
	.a2(sum5[3]),
	.a3(sum5[4]),
	.a4(sum5[5]),
	.a5(sum5[6]),
	.a6(sum5[7]),
	.a7(carry5),
	.b0(a[0] & b[6]),
	.b1(a[1] & b[6]),
	.b2(a[2] & b[6]),
	.b3(a[3] & b[6]),
	.b4(a[4] & b[6]),
	.b5(a[5] & b[6]),
	.b6(a[6] & b[6]),
	.b7(a[7] & b[6]),
	.cin(cin),
	.cout(carry6)
);
adder fa7 (
	.sum(sum7),
	.a0(sum6[1]),
	.a1(sum6[2]),
	.a2(sum6[3]),
	.a3(sum6[4]),
	.a4(sum6[5]),
	.a5(sum6[6]),
	.a6(sum6[7]),
	.a7(carry6),
	.b0(a[0] & b[7]),
	.b1(a[1] & b[7]),
	.b2(a[2] & b[7]),
	.b3(a[3] & b[7]),
	.b4(a[4] & b[7]),
	.b5(a[5] & b[7]),
	.b6(a[6] & b[7]),
	.b7(a[7] & b[7]),
	.cin(cin),
	.cout(carry7)
);
assign p[15:1] = {carry7, sum7[7:0], sum6[0], sum5[0], sum4[0], sum3[0], sum2[0], sum1[0]};
endmodule
==> design/flow/run.sh <==
#!/bin/bash
# OpenROAD 26Q1-2900-gdf79404cd8, Yosys 0.63+post, stock flow scripts
make -C /OpenROAD-flow-scripts/flow DESIGN_CONFIG=/design/flow/config.mk WORK_HOME=/design/flow/orfs finish
==> design/flow/config.mk <==
export PLATFORM = sky130hd
export DESIGN_NAME = multi
export DESIGN_NICKNAME = multi
export VERILOG_FILES = /design/flow/design.v
export SDC_FILE = /design/flow/constraint.sdc
export NUM_CORES = 4
export LEC_CHECK = 1
export CORE_UTILIZATION = 50
==> design/flow/constraint.sdc <==
current_design multi

set clk_period 13.3
set clk_io_pct 0.2

create_clock -name clk0 -period $clk_period

set non_clock_inputs [all_inputs -no_clocks]
set_input_delay [expr $clk_period * $clk_io_pct] -clock clk0 $non_clock_inputs
set_output_delay [expr $clk_period * $clk_io_pct] -clock clk0 [all_outputs]
==> summary.txt <==
The synthesis and place-and-route flow finished, so here is a summary.

The flow ran to the end, but the final reports show violations. The checks that failed: setup timing. The final max-slew violation count is 0. The sequential cell count came out at 0.

The number of antenna-violating nets in the routed design is 0. The synthesized netlist handed to floorplanning was reported with a cell count of around 240. The tally of clock buffers in the finished layout came out at 0. The number of DRC markers after the initial detailed-route iteration came out at 28.

The share of layout cells above drive strength 1 came out at between 30% and 40%. The global placement routability congestion is approximately 0.76. The warning tally printed by Yosys for this design is 8. The shortest clock period the worst path allows after layout came out at around 14,000 ps. The summed negative setup slack over all endpoints is -1140 ps.

The initial standard-cell utilization of the core is roughly 53%. The mapped netlist covers ~2200 sq um. The boundary pin count came out at 33.

The horizontal extent of the die is approximately 68 um. The finished layout holds 315 standard cells, fillers aside. The worst setup path is launched from a primary input. In this run the most critical hold path is launched from b[0]. The placeable core region came out at about 4100 sq um. The die outline area is ~4600 sq um. Sequential cells were found to cover 0% of the synthesized design area.

The area growth from synthesis to layout is 19.4%. The setup slack of the critical path after layout came out at -561 ps. The number of remaining DRC errors came out at 0. The chip area from the yosys synthesis statistics is between 2000 and 2500 sq um. The timing-limited maximum frequency is a little over 0.07 GHz. The worst hold-check slack is 6050 ps. Note that the worst hold path type here is primary input to output port. The number of cell instances after yosys synthesis came out at 242.

Global routing consumed, over all layers together, between 10% and 20% of the routing resources. In the routed layout, each cell is associated on average with a via count of around 4.6. For reference, the most critical setup path is categorized as primary input to output port. The remaining max-slew budget at the tightest pin came out at between 40% and 50%. The delay of the slowest critical-path stage is roughly 550 ps. The pin closest to its max-slew limit shows a slew of around 760 ps. Among cell families on the critical path, the largest total delay comes from adder cells. The required time of the critical path came out at about 11,000 ps. The number of I/O port buffers is 33. The post-CTS hold buffer count recorded in the log is 0.

The report shows a maximum critical-path fanout of 4. Per the detailed-route log, wirelength across all metal layers totals 3300 um. The critical path starts at b[1]. The mean routed wirelength per cell came out at ~10 um. The footprint of the flip-flops and latches came out at 0 sq um. The die extent in y came out at between 60 and 70 um. The number of placed instances with taps included is approximately 310. The number of global-route vias before repair is ~1,500.

The remaining global-route overflow is 0. The placed wire-length estimate after detailed placement came out at between 2000 and 3000 um. The final antenna diode tally reported by the flow is 0. Detailed routing inserted a total of between 1,000 and 1,500 vias. The highest-delay cell along the critical path is sky130_fd_sc_hd__fa_2. The detailed-router iteration count before antenna repair is 4. The nature of the critical path endpoint is an output port. The wire length of the first global-routing pass came out at approximately 6400 um. Setup repair after global routing could not meet its margin everywhere. The number of hold-slack violations in the final timing report came out at 0. The buffering stage count on the worst path with inverters included is 7.

Per the run summary, max-cap violations total 0. The number of logged tool warnings came out at 35. The cell that appears most often on the critical path is sky130_fd_sc_hd__fa_2.

The largest net degree at the start of global routing came out at 53. Post-route period utilization is reported as 104%. Yosys mapped the design onto 15 distinct sky130hd cell types. Per the post-synthesis stats, the area per cell is a little under 9 sq um. The core utilization of the finished layout is 63.5%. In this run the core area contains 23 standard-cell rows. The number of antenna violations at the first check in global routing is 0.

The critical path arrival is around 11,000 ps. From the final report, the count of setup violators was given as 3.
==> kinds of logic (layout without fill, tap and decap cells) <==
kind of cell / count (synthesis) / count (layout) / share of synthesized area [%]
simple gates: 65 / 65 / 12.1
buf+inv: 65 / 88 / 17.0
compound gates: 1 / 1 / 0.232
mux: 6 / 6 / 2.78
xor+xnor: 56 / 56 / 22.7
fa+ha+maj: 49 / 49 / 45.1
==> worst min-delay path, delay by kind of cell <==
family | cells | cell delay [ps]
and+or+nand+nor | 1 | 130
buffers and inverters | 3 | 600
==> cells in the final DEF (no fill, tap or decap), drive strengths merged, types with 5 or more instances in the layout <==
master         instances
inv                   33
and2                   5
nand2                 59
xor2                  38
fa                    48
clkdlybuf4s50         22
xnor2                 18
buf                   31
mux2i                  6
==> what timing repair did <==
action | CTS | global route
resized | 51 | 4
setup endpoints to repair | 6 | 5
setup buffers | 2 | 0
pin swaps | 37 | 3
==> cell type report <==
class              count  area, sq um
well taps             50         62.6
repair buffers        55          489
fillers              334         1480
multi-input cells    177         1900
inverters             33          124
==> Yosys cell counts <==
cell type,instances,area (sq um)
sky130_fd_sc_hd__nand2_1,59,221
sky130_fd_sc_hd__fa_1,48,961
sky130_fd_sc_hd__xor2_1,38,333
sky130_fd_sc_hd__inv_1,33,124
sky130_fd_sc_hd__xnor2_1,18,158
sky130_fd_sc_hd__buf_4,15,113
sky130_fd_sc_hd__buf_2,11,55.1
sky130_fd_sc_hd__mux2i_1,6,60.1
sky130_fd_sc_hd__and2_1,5,31.3
sky130_fd_sc_hd__buf_8,4,60.1
sky130_fd_sc_hd__a21oi_1,1,5.00
sky130_fd_sc_hd__and4_1,1,8.76
sky130_fd_sc_hd__buf_6,1,11.3
sky130_fd_sc_hd__clkbuf_1,1,3.75
sky130_fd_sc_hd__ha_1,1,12.5
==> per-stage QoR <==
| step | instance area (sq um) | worst slack [ps] |
|---|---|---|
| 6_report | 2570 | -561 |
| 5_1_grt | 2570 | -815 |
| 4_1_cts | 2570 | -669 |
| 3_5_place_dp | 2540 | -1520 |
| 3_3_place_gp | 2540 | -1470 |
| 2_1_floorplan | 2260 | -554 |
==> routing by layer <==
metal / vias up / global-route usage, % / wire length, um
li1: 722 / - / -
met1: 700 / 30.4 / 1520
met2: 21 / 33.7 / 1720
met3: 0 / 0.856 / 67
met4: 0 / 0 / 0
met5: - / 0 / 0
==> path summary, 6_finish.rpt <==
check / end / depth (start not counted)
worst max-delay path: p[14] / 28
worst min-delay path: p[0] / 4
