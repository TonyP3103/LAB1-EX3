--- flow/run.sh ---
#!/bin/bash
# OpenROAD 26Q1-2900-gdf79404cd8, Yosys 0.63+post, stock flow scripts
make -C /OpenROAD-flow-scripts/flow DESIGN_CONFIG=/design/flow/config.mk WORK_HOME=/design/flow/orfs finish
--- flow/config.mk ---
export PLATFORM = sky130hd
export DESIGN_NAME = D_FF16b
export DESIGN_NICKNAME = D_FF16b
export VERILOG_FILES = /design/flow/design.v
export SDC_FILE = /design/flow/constraint.sdc
export NUM_CORES = 4
export LEC_CHECK = 1
export CORE_AREA = 10 10 70 70
export DIE_AREA = 0 0 80 80
--- flow/constraint.sdc ---
current_design D_FF16b

set clk_period 1.0
set clk_io_pct 0.2

create_clock -name clk0 -period $clk_period [get_ports {clk}]

set non_clock_inputs [all_inputs -no_clocks]
set_input_delay [expr $clk_period * $clk_io_pct] -clock clk0 $non_clock_inputs
set_output_delay [expr $clk_period * $clk_io_pct] -clock clk0 [all_outputs]
--- flow/design.v ---
module D_FF16b
#(parameter WIDTH=16)  
(
	input logic clk, rst,
	input logic [WIDTH-1:0] data_i,
	output logic [WIDTH-1:0] data_o
);
reg [WIDTH-1:0] data;
always_ff@ (posedge clk, posedge rst)
	if (rst) begin
		data <= 0;
	end else begin
	data <= data_i;
	end
assign data_o=data;
endmodule 
module D_FF8b
#(parameter WIDTH=8)  
(
	input logic clk, rst, enable,
	input logic [WIDTH-1:0] data_i,
	output logic [WIDTH-1:0] data_o
);
reg [WIDTH-1:0] data;
always_ff@ (posedge clk, posedge rst) 
	if (rst) begin
		data <= 0;
	end else 
	if (enable) begin
		data <= data_i;
	end else begin
		data <= data;
	end
assign data_o=data;
endmodule 
module D_FF 
#(parameter WIDTH=1)  
(
	input logic clk, rst,
	input logic [WIDTH-1:0] data_i,
	output logic [WIDTH-1:0] data_o
);
reg [WIDTH-1:0] data;
always_ff@ (posedge clk, posedge rst)
	if (rst) begin
		data <= 0;
	end else begin
	data <= data_i;
	end
assign data_o=data;
endmodule 
==> results.yml <==
# yosys + openroad results
outcome:
  outcome: "finished, final reports clean"
flow_run:
  warning_count: 26
  drv_cap: 0
routing:
  viasPerCell: 2.55
  drtIter0Drc: 4
  wirelength_um: 1270
  via_count: 258
  wire_per_inst_um: 12.6
  ant_nets: 0
  dr.pass1.iters: 2
  antenna_cells: 0
  drc_errors: 0
placement:
  port_buffers: 33
  place_congestion: 0.610
  placed_cells: 97
clocking:
  h-tree-depth: 1
  cts_tree: "built"
  clkTransAtPathRegs_ns: 0.09
  cts-root-buf: "clkbuf_4"
  cts_num_sinks: 16
  cts.path.max_buffers: 2
  ctsHoldBuffers: 0
  cts_made_buffers: 3
sta:
  fmax_ghz: 1.03
  post-route-period-util_pct: 97.4
  fin_tns_setup_ns: 0
  finalSetupViolations: 0
  hold_slack_ns: 0.206
  post-route-min-period_ns: 0.974
  slew_headroom_pct: 93.8
  tightestPinTransition_ns: 0.0930
  final_hold_viol_count: 0
  slew_viol_final: 0
  grt_setup_unrepaired: "true"
logic_synthesis:
  synth_cells: 17
  synth_seq_share_pct: 99.1
  synthAdderAreaFrac_pct: 0
  ys_sh_xor_pct: 0
  ys.flops: 16
  top_cells_by_area: "dfrtp_1 (99%), inv_1 (0.93%)"
  ys_warn_count: 1
  yosys_area_sq_um: 404
  yosys_cells: 17
  yosys.area.top_type: "dfrtp_1"
  netlist_area_sq_um: 404
  ys_sh_aoi_pct: 0
  simple_gate_area_share_pct: 0
  synth_cell_type_count: 2
  logic_family: "buffers and inverters"
  syn_area_per_cell_sq_um: 23.8
  yosysTopAreaCellShare_pct: 99.1
  mux_area_share_pct: 0
critical_path:
  crit_family: "flip-flops"
  setup.worst_path.start: "data[6]"
  cp.buffers_inverters: 1
  critPathKind: "reg -> out"
  critPathRequiredTime_ns: 0.80
  endpoint_kind: "output port"
  arrival_ns: 0.77
  worstPathCellList: "buf_2"
  slowest_stage: "dfrtp_1"
  crit_fanout: 1
  cp-start-kind: "register"
  max_stage_delay_ns: 0.38
global_route:
  grt_pass1_vias: 294
  antenna_found_initial: 0
  grt_usage_pct: 3.71
  grt_first_pass_wirelength_um: 1660
  grt_max_degree: 17
  overflow: 0
cells_and_area:
  multi_input_comb_cells: 0
  largest_register_ffs: 16
  final_cells: 101
  comb_area_sq_um: 0
  fin_util_pct: 22.5
  fillCellCount: 380
  top_regs: "data: 16 flops"
  seq_area_sq_um: 400
  regMostFlops: "data"
  syn_to_final_growth_pct: 90.1
  drive_above_1_share_pct: 38.2
power:
  p_leak_nw: 0.352
  power-per-cell-area_mw_per_mm2: 1580
  vdd_ir_drop_max_uv: 907
  power.total_mw: 1.21
floorplan:
  dieWidth_um: 80
  core_sq_mm: 0.00342
  io_pins: 34
  fp_util_pct: 11.8
  dieHeight_um: 80
  num_rows: 21
  dieArea_sq_mm: 0.00640
hold_path:
  min_path_type: "in -> async"
==> synth_stat cells <==
cell type,count
dfrtp_1,16
inv_1,1
==> worst min-delay path, delay by kind of cell <==
kind | cells | cell delay [ns]
buffers and inverters | 3 | 0.63
==> cells in the final DEF, fill, tap and decap left out <==
master / count
dfrtp_1: 16
buf_2: 16
clkbuf_4: 3
clkdlybuf4s50_1: 17
clkbuf_8: 1
inv_1: 1
buf_12: 1
==> power breakdown <==
part           internal [mW]  total [mW]  switching, mW
Clock                  0.222       0.411          0.189
Combinational         0.0862       0.116         0.0296
Sequential             0.678       0.685        0.00690
==> cell type report <==
cell class,instances,area share (%)
clock buffer,4,4.72
sequential,16,52.1
inverter,1,0.489
tap,46,7.49
timing repair buffer,34,35.2
==> per-stage QoR <==
stage / cell area, sq um / worst slack [ns]
global placement: 812 / 0.0137
finish: 768 / 0.0261
detailed placement: 812 / 0.00209
floorplan: 404 / 0.488
global route: 768 / -0.0240
CTS: 768 / 0.0184
==> kinds of logic after synthesis <==
kind of cell	count (synthesis)
buffers and inverters	1
flip-flops	16
==> path summary, 6_finish.rpt <==
kind,to,slack (ns),cells after the start
max in group asynchronous,data[15],0.67,3
hold / removal,data[6],0.21,3
min in group clk0,data[2],0.34,1
setup / recovery,data_o[6],0.03,1
==> per-layer routing <==
metal  vias to the layer above  global-route usage, %  wire length, um
met5                         -                      0                0
met4                         0                  0.176                0
met3                         0                   4.09              235
met2                        22                   6.42              650
met1                       111                   2.84              385
li1                        125                      -                -
==> timing repair <==
item / in CTS / in global routing
buffers inserted: 0 / 0
gates resized: 50 / 0
endpoints found under the hold margin: 0 / 0
endpoints found under the setup margin: 16 / 11
No activity file was given, so power comes from the tool's default toggle rates.
